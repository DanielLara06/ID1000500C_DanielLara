<file path="run.sh">
#!/bin/bash
# OpenROAD 26Q1-2900-gdf79404cd8, Yosys 0.63+post, stock flow scripts
make -C /OpenROAD-flow-scripts/flow DESIGN_CONFIG=/design/flow/config.mk WORK_HOME=/design/flow/orfs finish
</file>
<file path="config.mk">
export PLATFORM = sky130hd
export DESIGN_NAME = aipConfigurationRegister
export DESIGN_NICKNAME = aipConfigurationRegister
export VERILOG_FILES = /design/flow/design.v
export SDC_FILE = /design/flow/constraint.sdc
export NUM_CORES = 4
export LEC_CHECK = 1
export CORE_UTILIZATION = 40
</file>
<file path="constraint.sdc">
current_design aipConfigurationRegister

set clk_period 1.0
set clk_io_pct 0.2

create_clock -name clk0 -period $clk_period [get_ports {writeClock}]

set non_clock_inputs [all_inputs -no_clocks]
set_input_delay [expr $clk_period * $clk_io_pct] -clock clk0 $non_clock_inputs
set_output_delay [expr $clk_period * $clk_io_pct] -clock clk0 [all_outputs]
</file>
<file path="design.v">
module aipStatus
(
  clk,
  rst,
  enSet,
  dataIn,
  intIP,
  statusIP,
  dataStatus,
  intReq
);
  localparam REGWIDTH = 'd32;
  localparam STATUSFLAGS = 'd8;
  localparam INTFLAGS = 'd8;
  input clk;
  input rst;
  input enSet;
  input [REGWIDTH-1:0] dataIn;
  input [INTFLAGS-1:0] intIP;
  input [STATUSFLAGS-1:0] statusIP;
  output [REGWIDTH-1:0] dataStatus;
  output intReq;
  reg [STATUSFLAGS-1:0] regStatus;
  reg [INTFLAGS-1:0] regInt;
  wire [INTFLAGS-1:0] wireInt;
  reg [INTFLAGS-1:0] regMaskInt;
  wire [INTFLAGS-1:0] wireMaskInt;
  assign dataStatus = {8'h00, regMaskInt,regStatus, regInt};
  assign intReq = ~|(regInt & regMaskInt);
  assign wireInt = dataIn[7:0];
  assign wireMaskInt = dataIn[23:16];
  genvar i;
  generate
    for (i=0; i<STATUSFLAGS; i=i+1) begin : buff
      always @ (posedge clk or negedge rst) begin
        if(!rst)
          regStatus[i] <= 1'b0;
        else begin
          regStatus[i] <= statusIP[i];
        end
      end
      always @ (posedge clk or negedge rst) begin
        if(!rst)
          regInt[i] <= 1'b0;
        else begin
          if (wireInt[i] & enSet)
            regInt[i] <= 1'b0;
          else if (intIP[i])
            regInt[i] <= 1'b1;
          else
            regInt[i] <= regInt[i];
        end
      end
    end
  endgenerate
  always @(posedge clk or negedge rst) begin
    if(!rst)
      regMaskInt <= {INTFLAGS{1'b0}};
    else if(enSet)
      regMaskInt <= wireMaskInt;
  end
endmodule
module aipParametricMux
(
  data_in,
  sel,
  data_out
);
  parameter DATAWIDTH = 32;
  parameter SELBITS = 2;
  input [((2**SELBITS)*DATAWIDTH)-1:0] data_in;
  input [SELBITS-1:0] sel;
  output [DATAWIDTH-1:0] data_out;
  wire [DATAWIDTH-1:0] data_mux [0:((2**SELBITS)-1)];
  genvar index;
  generate
    for (index = 0; index < (2**SELBITS); index = index + 1) begin : MUX
      assign data_mux[index][DATAWIDTH-1:0] = data_in[(DATAWIDTH*index)+(DATAWIDTH-1):DATAWIDTH*index];
    end
  endgenerate
  assign data_out = data_mux[sel];
endmodule
module aipId
(
  clk,
  data_IP_ID
);
  parameter SIZE_REG = 'd32;
  parameter ID = 32'h00001001;
  input wire clk;
  output reg [SIZE_REG-1:0] data_IP_ID;
  always @(posedge clk)
      data_IP_ID <= ID;
endmodule
module aipConfigurationRegister
(
  reset,
  writeClock,
  writeEnable,
  writeAddress,
  dataInput,
  dataOutput
);
  parameter DATAWIDTH = 32;
  parameter REGISTERS = 4;  
  localparam ADDRWIDTH = 3;
  input reset;
  input writeClock;
  input writeEnable;
  input [(ADDRWIDTH-1):0] writeAddress;
  input [(DATAWIDTH-1):0] dataInput;
  output wire [(((REGISTERS+1)*DATAWIDTH)-1):0] dataOutput;
  reg [(DATAWIDTH-1):0] regConfig [0:REGISTERS];
  reg [(DATAWIDTH-1):0] regConfigStreaming;
  assign dataOutput[(DATAWIDTH*REGISTERS) +: DATAWIDTH] = regConfigStreaming;
  genvar i;
  generate
  for (i=0; i<REGISTERS; i=i+1) begin: OUTPUTCONF
      assign dataOutput[(DATAWIDTH*i) +: DATAWIDTH] = regConfig[i];
  end
  endgenerate
  always @(posedge writeClock or negedge reset) begin
    if(!reset) begin : RESETREGCONF
      integer j;
      for (j=0; j<REGISTERS; j=j+1) begin
        regConfig[j] <= 'd0;
      end
      regConfigStreaming <= 'd0;
    end
    else begin
      if (writeEnable) begin
        if ('d4==writeAddress) begin
          regConfigStreaming <= dataInput;
        end
        else begin
          regConfig[writeAddress] <= dataInput;
        end
      end
    end
  end
endmodule
</file>
==> run notes <==
The layout was made with Yosys and OpenROAD.

The share of final-layout standard cells stronger than drive strength 1 is 0.725. The via count of the first global-routing pass is 4,540. The global router's overall resource usage is 0.242. The initial antenna violation count is 0. The clock tree from TritonCTS is done. The total wire length is 17.4 mm. 0 antenna diodes ended up in the layout. The final reports fail on hold timing, setup timing. The clock transition at the registers of the reported paths is 0.06 ns.

The floorplan report gives the top-level pin count as 198. The remaining design rule violation count is 0. The data arrival time of the critical path is 1.43 ns.

The wire length per cell is 19.5 um. The required time at the worst endpoint is listed as 1.29 ns. The leakage component of the power was reported as 5.21 nW. The run finished, with violations left. The post-DP HPWL is 10.2 mm. At the end of routability-driven placement, the weighted congestion stood at 0.773.

STA classifies the critical path endpoint as a flip-flop. The cell sitting at the root of the clock tree is a sky130_fd_sc_hd__clkbuf_16. At the pin with the least slew margin, the transition time is 0.313 ns. The count of buffers added on input and output ports is 197.

The number of iterations in the first detailed-routing pass is 23. Among all stages on the critical path, the largest delay is contributed by sky130_fd_sc_hd__mux2_4. The worst setup slack after placement is -0.946 ns.

Of the synthesized area, sequential elements account for 0.664. The floorplan step set the die height to 125 um. Static timing analysis puts the maximum clock frequency at 876 MHz. OpenROAD emitted warnings numbering 30. The horizontal die dimension reported for this design is 125 um.

The power per cell area is 2100 nW/um^2. Setup violations remaining at the end of the flow were counted as 297. The area of the chip is 15,600 um^2. The initialized floorplan defines 44 standard-cell rows. The maximum fanout encountered on the critical timing path is 6. The number of hold violations in the final report is 20. In this run, the number of DRC markers left after iteration 0 of detailed routing was 164. The delay of the slowest critical-path stage is 0.29 ns. Per the CTS log, the maximum H-tree level is 4. The first global-routing pass estimated 27.1 mm of wire. Across all setup checks in the final design, the least slack found is -0.141 ns. The relative max-transition margin is 0.790.

The worst IR drop on VDD is 1.54 mV. The post-detailed-route count of antenna-violating nets is 0. Dividing the detail-routed via count by the number of cells gives 4.73.

For the worst-skew pair, the clock arrives at the later sink with an insertion delay of 0.41 ns. The worst min-delay path class is in -> async. In this run the critical path is formed by buf_6 > buf_8 > nor4bb_4 > buf_6 > buf_12 > buf_12 > mux2_4. The largest net degree at the start of global routing is 36. In the Yosys report the total cell count is 343. The synthesized instance count is 343. The final timing report derives a shortest allowable period of 1.14 ns. The floorplan step records an initial core utilization of 0.412. For reference, the final report shows the max-slew violation count at 0.

The library cells used most frequently in the layout, excluding fill and tap cells, are sky130_fd_sc_hd__mux2_4 (160), sky130_fd_sc_hd__buf_2 (160), sky130_fd_sc_hd__dfrtp_1 (160), sky130_fd_sc_hd__buf_4 (110), sky130_fd_sc_hd__clkdlybuf4s50_1 (32). The final route contains 4,220 vias. Setup repair after global routing could not meet its margin everywhere. The max-capacitance violation count is 0. The average instance in the mapped netlist occupies 17.6 um^2. The number of clock buffers added by TritonCTS is 17. The synthesized design contains 160 register bits. After synthesis, the netlist uses 8 different library cells. The area recorded from the Yosys report for this design is 6030 um^2. The area growth from synthesis to layout is 69.4%. The synthesis warning total is 2. The final timing summary puts the cycle share of the worst path at 1.14. The type of origin of the critical path is a primary input. After layout, the setup clock skew is reported as 0 ns. Per the CTS log, the buffer count on the longest clock path is 2. Before any placement, the netlist area is recorded as 6030 um^2.

The global-route congestion overflow total is 0. The placeable core region is 14,600 um^2. The setup path with the least slack is of type in -> reg. The post-route worst hold slack is -0.188 ns. The share of the core filled with cells in the final layout is 0.698. Clock tree synthesis found a total of 160 sinks.
routing by layer:
metal | part of all wire | global-route usage | vias up
li1 | - | - | 1926
met1 | 0.44 | 0.377 | 2162
met5 | 0 | 0 | -
met3 | 0.088 | 0.0823 | 7
met2 | 0.47 | 0.362 | 125
met4 | 0.0065 | 0.0151 | 0
where the power goes:
| part | internal (mW) | switching, mW |
|---|---|---|
| clock | 4.73 | 2.48 |
| sequential | 7.91 | 0.730 |
| combinational | 4.17 | 1.40 |
path summary, 6_finish.rpt:
path / from / end / slack, ns / depth (start not counted)
max in group asynchronous: reset / regConfig[2][7] / 0.76 / 4
max reg2reg: regConfig[0][1] / regConfig[0][1] / -0.01 / 3
min in group clk0: writeAddress[2] / regConfig[1][18] / 0.41 / 5
max: writeAddress[1] / regConfigStreaming[27] / -0.14 / 7
min reg2reg: regConfig[3][2] / regConfig[3][2] / 0.50 / 1
min: reset / regConfig[1][20] / -0.19 / 3
synth_stat cells (all sizes together):
library cell | count | area [um^2]
buf | 18 | 165
dfrtp | 160 | 4000
mux2 | 160 | 1800
nand4b | 1 | 8.76
nor4b | 1 | 23.8
nor4bb | 3 | 30.0
state kept, by name (all words and copies together), names as in the netlist:
name	cells
regConfig	128
regConfigStreaming	32
worst max-delay path: cells and delay by family:
family | cells | cell delay [ns]
buffers and inverters | 5 | 0.65
multiplexers | 1 | 0.29
AND/OR/NAND/NOR | 1 | 0.28
through the flow:
step | setup TNS (ns) | cells | power [mW] | area (um^2)
after detailed placement | -139.44 | 757 | 14.0 | 8880
final | -24.05 | 893 | 21.4 | 10200
after global placement | -136.69 | 757 | 14.0 | 8880
after floorplan | -31.11 | 343 | 9.95 | 6330
after global routing | -32.87 | 893 | 22.5 | 10200
after CTS | -27.90 | 868 | 21.1 | 10100
final cells by class:
class	count	area, um^2
fill	998	4420
multi-input combinational	165	2510
clock buffer	20	447
clock inverter	11	211
sequential	160	4000
timing repair buffer	353	2820
tap	184	230
logic make-up (layout without fill, tap and decap cells):
| kind of cell | Yosys count | in the layout | synth area share |
|---|---|---|---|
| multiplexers | 160 | 160 | 0.299 |
| buffers and inverters | 18 | 384 | 0.0274 |
| AND/OR/NAND/NOR | 5 | 5 | 0.0104 |
| flip-flops | 160 | 160 | 0.664 |
timing repair:
action / in CTS / in global routing
gates resized: 651 / 44
setup buffers: 67 / 42
cloned: 12 / 0
setup endpoints to repair: 320 / 320
endpoints found under the hold margin: 160 / 20
pin swaps: 5 / 5
Power is estimated from default activity; no workload was simulated.
