===== ./design.v =====
module Z_MEM #(
		parameter DATA_WIDTH= 16,
		parameter ADDR_WIDTH= 6
)(
		input                    clk,		
		input                    write_en_i,
		input   [ADDR_WIDTH-1:0] write_addr_i,				
		input   [ADDR_WIDTH-1:0] read_addr_i,
		input   [DATA_WIDTH-1:0] write_data_i,
		output  reg [DATA_WIDTH-1:0] read_data_o
);
reg [DATA_WIDTH-1:0] RAM_structure [0:2**ADDR_WIDTH-1]; 
always @ (posedge clk) begin
		if(write_en_i)
				RAM_structure[write_addr_i] <= write_data_i;
				read_data_o <= RAM_structure[read_addr_i];		
end
endmodule

===== ./run.sh =====
#!/bin/bash
# OpenROAD 26Q1-2900-gdf79404cd8, Yosys 0.63+post, stock flow scripts
make -C /OpenROAD-flow-scripts/flow DESIGN_CONFIG=/design/flow/config.mk WORK_HOME=/design/flow/orfs finish

===== ./config.mk =====
export PLATFORM = sky130hd
export DESIGN_NAME = Z_MEM
export DESIGN_NICKNAME = Z_MEM
export VERILOG_FILES = /design/flow/design.v
export SDC_FILE = /design/flow/constraint.sdc
export NUM_CORES = 4
export LEC_CHECK = 1
export CORE_UTILIZATION = 30

===== ./constraint.sdc =====
current_design Z_MEM

set clk_period 7.7
set clk_io_pct 0.2

create_clock -name clk0 -period $clk_period [get_ports {clk}]

set non_clock_inputs [all_inputs -no_clocks]
set_input_delay [expr $clk_period * $clk_io_pct] -clock clk0 $non_clock_inputs
set_output_delay [expr $clk_period * $clk_io_pct] -clock clk0 [all_outputs]

==> results.json <==
{
  "outcome": "completed",
  "adder_share": 0,
  "tightest_slew_ps": 951,
  "dp_hpwl_um": 58700,
  "ys_sh_xor": 0,
  "cts_setup_buffers": 0,
  "yosys-stat-area_sq_um": 40000,
  "design.core.area_sq_um": 132000,
  "startpoint_type": "input pin",
  "maxCapViolCount": 0,
  "fmax_mhz": 236,
  "cts_root_buffer": "clkbuf_16",
  "syn-cell-area_sq_um": 40000,
  "yosys.stat.seqShare": 0.776,
  "synth_simple_gate_area_share": 0.0265,
  "portBuffers": 45,
  "synthAoiAreaFrac": 0.0241,
  "grt_pass1_vias": 20800,
  "ios": 46,
  "finalMaxSlewViolations": 0,
  "gp_congestion": 0.884,
  "clk_latency_ps": 670,
  "cts.path.max_buffers": 3,
  "area_delta_synth_final_pct": 15.6,
  "synthTopLogicFamily": "multiplexers",
  "yosys_cells": 1829,
  "cts_made_buffers": 102,
  "ctsHtreeMaxLevel": 3,
  "synth_flops": 1040,
  "rsz0062_at_grt": "false",
  "fillerInstances": 11800,
  "stdcell_area_sq_um": 46300,
  "vdd_drop_max_uv": 178,
  "layout_top_cell": "edfxtp_1",
  "via_count": 19000,
  "path_cells": "buf_8, buf_12, mux4_2, mux2i_1, a22oi_1, a31oi_1, a311oi_1",
  "ant_nets": 0,
  "drc": 0,
  "drive_above_1_share": 0.264,
  "period_needed_ps": 4240,
  "hold_class": "flop to flop",
  "tns_ps": 0,
  "firstDrtPassIters": 5,
  "track_usage": 0.156,
  "final_cell_mix": "1024 x edfxtp_1, 220 x mux4_2, 107 x buf_4",
  "yosys_warnings": 1,
  "grt_max_degree": 97,
  "cts_tree": "yes",
  "wirelength_um": 97400,
  "syn_area_per_cell_sq_um": 21.9,
  "rr_startpoint": "RAM_structure[7][0]$_DFFE_PP_",
  "crit_type": "input pin to flop",
  "hold_violations": 0,
  "viasPerCell": 4.95,
  "powerDensity_nw_per_um2": 261,
  "final_core_util": 0.351,
  "regToRegSetupSlack_ps": 5250,
  "fp.dieH_um": 367,
  "synth_cell_type_count": 43,
  "ys_sh_mux": 0.155,
  "cts.sinks": 1040,
  "crit_path_end_kind": "flop",
  "max_stage_delay_ps": 640,
  "post_cts_resized": 0,
  "cts_hold_buf": 0,
  "hold_start": "RAM_structure[40][1]$_DFFE_PP_",
  "fin_skew_ps": 25.9,
  "log.warning_count": 26,
  "synth_cells": 1829,
  "wl_per_cell_um": 25.5,
  "arrival_ps": 4750,
  "period_used_share": 0.551,
  "grt_antenna_before_repair": 3,
  "drt_iter0_markers": 1373,
  "rows": 133,
  "grt-ovfl-total": 0,
  "cp_max_fo": 73,
  "fp_util": 0.303,
  "slew_headroom": 0.364,
  "hold_path_end": "read_data_o[1]$_DFF_P_",
  "clkSlewWorstSetupHoldPaths_ps": 60,
  "setup_viol": 0,
  "diodes": 0,
  "hold_depth": 4,
  "reg2regPathDepth": 5,
  "cp_slowest_cell": "mux2i_1",
  "die_x_um": 367,
  "power_leakage_nw": 14.4,
  "worstPathRequired_ps": 8210,
  "r2r_end": "read_data_o[0]$_DFF_P_",
  "grt_pass1_wl_um": 142000,
  "die-area_sq_um": 135000,
  "place_area_sq_um": 42700
}
-- cell families (layout without fill, tap and decap cells) --
family                 count (synthesis)  after routing
and+or+nand+nor                      220            220
DFF                                 1040           1040
buffers and inverters                104            345
muxes                                336            336
AOI/OAI and AO/OA                    129            129
-- flip-flops by register name (all words and copies together) (netlist names) --
signal         cells
RAM_structure   1024
read_data_o       16
-- worst max-delay path by stage --
stage / from / end
6_report: read_addr_i[0] / read_data_o[0]$_DFF_P_
5_1_grt: read_addr_i[0] / read_data_o[0]$_DFF_P_
4_1_cts: read_addr_i[0] / read_data_o[0]$_DFF_P_
-- cell usage after synthesis --
cell / n / area share
edfxtp_1: 1024 / 0.77
mux4_2: 220 / 0.12
mux2i_1: 85 / 0.021
nor2_1: 72 / 0.0067
nand2_1: 59 / 0.0055
a22oi_1: 39 / 0.0073
buf_2: 36 / 0.0045
nor2b_1: 30 / 0.0047
mux2_2: 27 / 0.0076
clkbuf_1: 24 / 0.0022
nand3_1: 24 / 0.0030
a21oi_1: 17 / 0.0021
buf_6: 17 / 0.0048
a221oi_1: 16 / 0.0035
dfxtp_1: 16 / 0.0080
buf_4: 13 / 0.0024
nand4_1: 12 / 0.0019
a211o_1: 8 / 0.0017
a211oi_1: 8 / 0.0015
a311oi_1: 8 / 0.0017
a31oi_1: 8 / 0.0012
a221o_1: 6 / 0.0015
a22o_1: 6 / 0.0013
a41oi_1: 5 / 0.0011
and4_1: 5 / 0.0011
buf_12: 5 / 0.0025
o21ai_0: 5 / 0.00062
mux4_1: 4 / 0.0026
buf_1: 3 / 0.00028
buf_8: 3 / 0.0011
nand2b_1: 3 / 0.00047
nor4_2: 3 / 0.00094
o21ai_1: 3 / 0.00037
and2_1: 2 / 0.00031
clkbuf_2: 2 / 0.00025
nand3b_1: 2 / 0.00037
nor2_2: 2 / 0.00031
nor3_1: 2 / 0.00025
clkbuf_4: 1 / 0.00019
nand2_4: 1 / 0.00028
nand4b_1: 1 / 0.00022
or3_1: 1 / 0.00016
or3b_2: 1 / 0.00022
-- final cells by class --
type                       instances  area (sq um)  share of cell area
sequential                      1040         31100               0.671
clock inverter                    70           811              0.0175
tap                             1755          2200              0.0474
multi-input combinational        685          8250               0.178
clock buffer                     121          2740              0.0592
timing repair buffer             154          1210              0.0263
-- where the power goes --
group / internal [W] / switching (W) / total [W]
registers: 0.00627 / 0.0000298 / 0.00630
clock network: 0.00311 / 0.00207 / 0.00518
logic: 0.000215 / 0.000374 / 0.000588
total: 0.00959 / 0.00247 / 0.0121
-- through the flow --
stage	power (W)	hold slack (ps)	cells	worst slack, ps
3_3_place_gp	0.00700	843	3634	2720
6_report	0.0121	891	3825	3460
2_1_floorplan	0.00672	750	1829	4130
5_1_grt	0.0124	943	3825	3170
3_5_place_dp	0.00701	884	3634	2760
4_1_cts	0.0122	901	3825	3450
-- per-layer routing --
metal | vias to the layer above | global-route usage | share of wire
met4 | 6 | 0.0286 | 0.022
met3 | 136 | 0.131 | 0.18
met1 | 9589 | 0.173 | 0.33
met2 | 1203 | 0.231 | 0.46
li1 | 8018 | - | -
met5 | - | 0.0110 | 0.0023
-- critical path, delay by kind of cell --
family | cells | cell delay (ps)
mux | 2 | 1220
buf+inv | 2 | 1100
compound gates | 3 | 820
Power figures rest on the tool's default switching activity, not on a simulated workload.
